`./constraint.sdc`:
```
current_design ALU

set clk_period 34.4
set clk_io_pct 0.2

create_clock -name clk0 -period $clk_period

set non_clock_inputs [all_inputs -no_clocks]
set_input_delay [expr $clk_period * $clk_io_pct] -clock clk0 $non_clock_inputs
set_output_delay [expr $clk_period * $clk_io_pct] -clock clk0 [all_outputs]
```
`./run.sh`:
```
#!/bin/bash
# OpenROAD 26Q1-2900-gdf79404cd8, Yosys 0.63+post, stock flow scripts
make -C /OpenROAD-flow-scripts/flow DESIGN_CONFIG=/design/flow/config.mk WORK_HOME=/design/flow/orfs finish
```
`./design.v`:
```
module ALU (
    input [6:0] opcode,
    input [2:0] func3,
    input [6:0]func7,
    input [31:0] operand1,
    input [31:0] operand2,
    output reg [31:0] alu_out
);
    always @(*)
    begin
        case (opcode)
            0010011:begin
                case (func3)
                    000:alu_out = operand1 + operand2;
                    010:alu_out=($signed(operand1) < $signed(operand2))?32'b1:32'b0;
                    011:alu_out = (operand1 < operand2)?32'b1:32'b0;
                    100:alu_out = operand1 ^ operand2;
                    110:alu_out = operand1 | operand2;
                    111:alu_out = operand1 & operand2;
                    001:alu_out = operand1 << operand2[4:0];
                    101:begin
                        case (func7)
                        7'b0000000:alu_out = operand1 >> operand2[4:0];
                        7'b0100000:alu_out = $signed(operand1) >>> operand2[4:0];
                        endcase
                    end
                    default:begin  
                        alu_out=32'b0;
                    end
                endcase
            end
            0110011:begin
                case (func3)
                    000:begin
                        case (func7)
                            7'b0000000:alu_out = operand1 + operand2;
                            7'b0100000:alu_out = operand1 - operand2;
                        endcase
                        end
                    001:alu_out = operand1 << operand2[4:0];
                    010:alu_out = ($signed(operand1) < $signed(operand2))?32'b1:32'b0;
                    011:alu_out = (operand1 < operand2)?32'b1:32'b0;
                    100:alu_out = operand1 ^ operand2;
                    101:begin
                        case (func7)
                        7'b0000000:alu_out = operand1 >> operand2[4:0];
                        7'b0100000:alu_out = $signed(operand1) >>> operand2[4:0];
                        endcase
                    end
                    110:alu_out = operand1 | operand2;
                    111:alu_out = operand1 & operand2;
                    default:begin  
                        alu_out=32'b0;
                    end
                endcase
            end
           1100011:begin
                case(func3)
                    000:alu_out=(operand1 == operand2)?1:0;
                    001:alu_out=(operand1 == operand2)?0:1;
                    100:alu_out=($signed(operand1) <$signed(operand2))?1:0;  
                    101:alu_out=($signed(operand1) >=$signed(operand2))?1:0; 
                    110:alu_out=(operand1<operand2)?1:0;  
                    111:alu_out=(operand1>=operand2)?1:0;
                    default:begin  
                        alu_out=32'b0;
                    end   
                endcase
           end
            0000011:begin
                case (func3)
                    000:alu_out=operand1+operand2;
                    001:alu_out=operand1+operand2;
                    010:alu_out=operand1+operand2;
                    100:alu_out=operand1+operand2;
                    101:alu_out=operand1+operand2;
                    default:begin  
                        alu_out=32'b0;
                    end
                endcase
            end
            0100011:begin
                case(func3)
                    000:alu_out=operand1+operand2;
                    001:alu_out=operand1+operand2;
                    010:alu_out=operand1+operand2;
                    default:begin  
                        alu_out=32'b0;
                    end
                endcase
            end
            0110111:alu_out={operand2[31:12],12'b0};
            0010111:alu_out=operand1+{operand2[31:12],12'b0};
            1101111:alu_out=operand1+32'd4;
            1100111:alu_out=operand1+32'd4;
            default:begin  
                alu_out=32'b0;
            end
        endcase
    end
endmodule
```
`./config.mk`:
```
export PLATFORM = sky130hd
export DESIGN_NAME = ALU
export DESIGN_NICKNAME = ALU
export VERILOG_FILES = /design/flow/design.v
export SDC_FILE = /design/flow/constraint.sdc
export NUM_CORES = 4
export LEC_CHECK = 1
export CORE_AREA = 10 10 89 89
export DIE_AREA = 0 0 99 99
```
==> results.ini <==
[final_layout]
mostFrequentLayoutCell = clkdlybuf4s50_1
lay_top_cells = 105 x clkdlybuf4s50_1, 50 x nor2_1, 36 x a21oi_1
fin_util_pct = 52.1
nFillCells = 584
layout-drive-gt1-share_pct = 4.46
area_delta_synth_final_pct = 53.6
regArea_um2 = 0
ff_count = 0
clock_buffers = 0

[place]
io_buffer_count = 105
place.gp.congestion = 0.847
dp_hpwl_um = 6210
place_ws_ns = 17.65

[grt]
grt_max_degree = 34
antenna_found_initial = 0
grt_pass1_vias = 2463
grt_pass1_wl_um = 11900
grt_remaining_overflow = 0
grtUsageTotal_pct = 13.9

[die]
core_um2 = 5990
die_w_um = 99
io_pins = 113
initCoreUtil_pct = 33.9
placementRows = 28
die_h_um = 99
chip_area_um2 = 9800

[job]
drv_cap = 0
warnings = 40

[routing]
routedWlPerCell_um = 15.0
diodes = 0
post_drt_via_cell_ratio = 5.29
drt_wl_total_um = 7190
dr.pass1.iters = 5
drt_iter0_drc = 107
postRouteAntennaNets = 0
routed-via-count = 2532
remaining_drc_errors = 0

[synthesis]
synth_top_area_share_pct = 19.1
simple_gate_share_pct = 28.9
ys_sh_mux_pct = 0
yosys_area_um2 = 2030
yosysWarnings = 1
synth_seq_share_pct = 0
ys_sh_xor_pct = 10.4
syn-instance-count = 313
ys_sh_aoi_pct = 35.3
fa_ha_area_share_pct = 20.1
syn_avg_cell_area_um2 = 6.49
synth.largest_area_cell = ha_1
topCellsByArea = ha_1 19%, nor2_1 9.2%, a21oi_1 8.9%
logic_family = AND-OR/OR-AND gates
ys_cells = 313
synth.distinct_cells = 48
syn_area_um2 = 2030

[pwr]
max-vdd-ir-drop_mv = 0.00647
leakage_nw = 1.21
cellPowerDensity_nw_per_um2 = 14.0

[min_path]
hold_path_class = primary input to output pin

[critical_path]
crit_required_ns = 27.52
critPathKind = primary input to output pin
arrival_ns = 9.83
setup.worst_path.end = alu_out[30]
worstSetupStartpoint = operand1[0]
crit_chain = clkdlybuf4s50_1 -> ha_1 -> inv_1 -> fa_1 -> nor2b_1 -> o31a_1 -> o31ai_2 -> a21oi_2 -> o211ai_2 -> and3_4 -> nor3_2 -> clkdlybuf4s50_1
crit_path_top_delay_cell = clkdlybuf4s50_1
critPathLaunchType = primary input
path_max_fanout = 5
crit_top_cell = clkdlybuf4s50_1
critPathMaxStageDelay_ns = 0.49
cp-end-kind = output pin

[sta]
maxSlewHeadroom_pct = 74.7
hold_violations = 0
rsz0062_at_grt = false
worst_pin_slew_ns = 0.370
fin_tns_setup_ns = 0
slew_violations = 0
finalWorstSetupSlack_ns = 17.69
fin_crit_sh_pct = 48.6
setup_viol = 0
period_needed_ns = 16.71
fmax_mhz = 59.8

[clock_tree]
ctsResizeCount = 0
holdBufCountCts = 0
post-cts-setup-buffers = 0

[run_status]
status = completed

==> critical path: cells and delay by family <==
family | cells | cell delay (ns)
AND-OR/OR-AND | 4 | 0.80
adder cells (fa/ha/maj) | 2 | 0.58
buffers and inverters | 3 | 1.02
AND/OR/NAND/NOR | 3 | 0.54
==> through the flow <==
stage / instance area (µm²) / hold WS [ns] / power (mW) / cells
after floorplan: 2030 / 13.93 / 0.0294 / 313
after global placement: 3120 / 14.88 / 0.0434 / 479
after global routing: 3120 / 14.92 / 0.0487 / 479
after CTS: 3120 / 14.88 / 0.0437 / 479
final: 3120 / 14.87 / 0.0436 / 479
after detailed placement: 3120 / 14.87 / 0.0434 / 479
==> cell families (layout without fill, tap and decap cells) <==
group	count (synthesis)	in the layout
AND-OR/OR-AND	109	109
XOR/XNOR	24	24
adder cells (fa/ha/maj)	32	32
buffers and inverters	27	118
AND/OR/NAND/NOR	121	121
==> power breakdown <==
group	switching, mW	internal (mW)
Combinational	0.0223	0.0213
Clock	0	0
Sequential	0	0
Total	0.0223	0.0213
==> synthesized netlist by cell type, types with 7 or more instances <==
| cell type | count |
|---|---|
| clkbuf_1 | 9 |
| nand2_1 | 30 |
| nand3_1 | 9 |
| xnor2_1 | 11 |
| nand4_1 | 8 |
| a21o_1 | 7 |
| nor2_1 | 50 |
| a21oi_1 | 36 |
| o21ai_0 | 8 |
| ha_1 | 31 |
| inv_1 | 12 |
| xor2_1 | 13 |
| o21ai_1 | 13 |
==> worst min-delay path by stage <==
stage                        start          end  slack, ns  cells after the start
after global routing  operand1[31]  alu_out[31]      14.92                      5
final                 operand1[31]  alu_out[31]      14.87                      5
after CTS             operand1[31]  alu_out[31]      14.88                      5
==> cell type report <==
cell class	count	area [µm²]	share of cell area, %
Multi-Input combinational cell	286	1920	61.6
Timing Repair Buffer	106	1060	33.9
Inverter	12	45.0	1.44
Tap cell	75	93.8	3.01
==> metal layers <==
layer	part of all wire [%]	GRT usage [%]	wire [µm]	up-vias
li1	-	-	-	1335
met1	46	18.2	3280	1133
met2	49	24.6	3500	64
met3	5.6	2.61	404	0
met4	0	0	0	0
met5	0	0	0	-
No activity file was given, so power comes from the tool's default toggle rates.
