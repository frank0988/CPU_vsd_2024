==> design.v <==
module registerFile(
  input clk,
  input [4:0] rs1,
  input [4:0] rs2,
  input [4:0] rd,
  input [31:0] wdata,
  input wen,
  output reg[31:0] rdata1,
  output reg[31:0] rdata2
);
  integer i;
  reg [31:0] registers [31:0];
  always @ (*)
    begin
          rdata1 = registers[rs1];
          rdata2 = registers[rs2];
        end
  always@(negedge clk)
    begin
      if (wen == 1)
        registers[rd] = wdata;
    end
endmodule
==> run.sh <==
#!/bin/bash
# OpenROAD 26Q1-2900-gdf79404cd8, Yosys 0.63+post, stock flow scripts
make -C /OpenROAD-flow-scripts/flow DESIGN_CONFIG=/design/flow/config.mk WORK_HOME=/design/flow/orfs finish
==> config.mk <==
export PLATFORM = sky130hd
export DESIGN_NAME = registerFile
export DESIGN_NICKNAME = registerFile
export VERILOG_FILES = /design/flow/design.v
export SDC_FILE = /design/flow/constraint.sdc
export NUM_CORES = 4
export LEC_CHECK = 1
export CORE_UTILIZATION = 40
==> constraint.sdc <==
current_design registerFile

set clk_period 8.5
set clk_io_pct 0.2

create_clock -name clk0 -period $clk_period [get_ports {clk}]

set non_clock_inputs [all_inputs -no_clocks]
set_input_delay [expr $clk_period * $clk_io_pct] -clock clk0 $non_clock_inputs
set_output_delay [expr $clk_period * $clk_io_pct] -clock clk0 [all_outputs]
==> results.yml <==
# yosys + openroad results
floorplanning:
  fp_util_pct: 40.5
  ios: 113
  die_h_um: 351
  die-area_um2: 123000
  num_rows: 127
  core_um2: 120000
  fp.dieW_um: 351
routing:
  totalWireLength_um: 147000
  wire_per_inst_um: 23.6
  first_pass_iters: 7
  ant_nets: 0
  drc: 0
  vias: 33906
  antenna_cells: 0
  vias_per_cell: 5.45
  drt_iter0_markers: 2283
clocking:
  clk_pin_slew_worst_paths_ns: 0.03
  cts_root_buf: "clkbuf_16"
  htreeDepth: 3
  cts_tree: "yes"
  cts_buffers: 110
  postCtsSetupRepairBufs: 0
  cts_hold_buf: 0
  cts_buffer_depth: 3
  cts_sinks: 1024
final_layout:
  flop_area_um2: 30700
  layout_top_cell: "inv_1"
  mi_logic_area_um2: 17100
  utilization_pct: 50.2
  lay_top_cells: "inv_1, mux2i_1, edfxtp_1, nand2_1"
  fillers: 9950
  drive_above_1_share_pct: 9.23
  area_delta_synth_final_pct: 23.9
  largest_reg_flops: 1024
setup_path:
  critPathCaptureType: "primary output"
  cp.required_ns: 6.80
  criticalPathCategory: "reg2out"
  crit_fanout: 2
  cp.arrival_ns: 6.78
  startpoint_type: "register"
final_timing:
  fin_hold_ws_ns: 4.34
  hold_viol_final: 0
  slew_violations: 0
  rsz0062_at_grt: "true"
  slew_headroom_pct: 37.9
  worst_pin_slew_ns: 0.931
  setup_violations: 0
power_and_ir_drop:
  swShare_pct: 28.2
  cell_internal_pwr_mw: 9.81
  peakVddDrop_uv: 180
  combPwrFrac_pct: 7.7
  power_frac_seq_pct: 41.6
  leakage_nw: 26.1
  p_switching_mw: 3.85
  p_total_mw: 13.7
  pwr-share-clk_pct: 50.7
  p_per_area_nw_per_um2: 226
yosys:
  ys_types: 24
  yosys-stat-cells: 3387
  topCellsByArea: "edfxtp_1, mux2i_1, a22oi_1, a22o_1, nand3_1"
  yosysWarnings: 1
  synth_area_um2: 48800
  avgSynthCellArea_um2: 14.4
  ys_area_um2: 48800
  top_area_cell: "edfxtp_1"
  top_cell_area_share_pct: 63.1
  syn_inst: 3387
  ys_seq_share_pct: 63.1
  synth_flop_count: 1024
global_routing:
  grt_max_degree: 96
  grt_pass1_wl_um: 214000
  grt_pass1_vias: 36732
  gr-total-overflow: 0
  antenna_found_initial: 2
  groute.usage.overall_pct: 25.5
run:
  warnings: 1028
  cap_violations: 0
placed_design:
  place_congestion: 0.872
  place_hpwl_um: 80500
  io_buffers: 112
status:
  status: "finished, final reports clean"
worst_hold_path:
  hp-class: "in2out"
## what timing repair did
action	CTS	global route
cloned	0	0
gates resized	29	32
pin swaps	0	6
setup endpoints to repair	23	22
## worst paths after layout
| kind | to | slack [ns] | start | cells after the start |
|---|---|---|---|---|
| worst max-delay path | rdata1[16] | 0.02 | registers[1][16] | 6 |
| worst min-delay path | rdata1[14] | 4.34 | rs1[1] | 6 |
## cells by family after synthesis
logic type	count (synthesis)	synth area share, %
compound gates	576	8.05
flops	1024	63.1
buf+inv	254	3.16
mux	1024	21.0
simple gates	509	4.72
## metal layers
layer	vias up	wire length, um	track usage, %
met5	-	220	1.26
met4	12	4060	10.2
met3	255	18900	16.3
met2	1720	68300	36.5
met1	16244	55100	31.7
li1	15675	-	-
## critical path, cell delays in order, from the launching register on
cell and delay [ns]:
edfxtp_1 0.38, mux2i_1 0.16, a22o_1 0.15, nor3_1 0.07, a31oi_1 0.41, nand3_1 0.18, clkdlybuf4s50_1 0.47
## synth_stat cells
cell type,count
a21oi_1,192
buf_1,7
a22oi_1,192
or3_1,1
nor2_1,35
clkbuf_4,4
nor3_1,64
mux2i_1,1024
nand2_1,195
or2_2,2
buf_6,37
a22o_1,128
or3b_2,3
inv_1,1
nor2b_1,4
a31oi_1,64
buf_2,80
and2_1,2
nand2b_1,4
buf_4,52
nand3_1,194
edfxtp_1,1024
clkbuf_1,73
nand3b_1,5
## power by group through the flow
stage | Clock [mW] | Combinational (mW) | Sequential, mW
global route | 7.69 | 1.12 | 5.68
finish | 6.92 | 1.05 | 5.69
CTS | 7.12 | 1.04 | 5.69
## layout make-up
type                       instances  share of cell area (%)
sequential                      1024                    50.9
multi-input combinational       2109                    28.3
clock inverter                  1115                    8.18
timing repair buffer             248                    4.70
clock buffer                     111                    4.60
tap                             1612                    3.34
## through the flow
step	setup slack [ns]	std cells	setup TNS, ns	cell area, um2
final	0.0226	6219	0	60400
after global routing	-0.0195	6219	-0.0530	60400
after CTS	0.00361	6219	0	60300
after detailed placement	0.317	4994	0	52400
after global placement	0.316	4994	0	52400
after floorplan	0.116	3387	0	48800
Power and IR drop assume default switching activity.
