==> flow/design.v <==
module mem(
  input clk ,
  input wen,
  input [31:0] wdata ,addr,
  output[31:0] rdata
);
  reg [7:0] mem[31:0]; 
  always @(posedge clk)
    begin
      if (wen)
        begin
          mem[addr]   <= wdata[7:0];
          mem[addr+1] <= wdata[15:8];
          mem[addr+2] <= wdata[23:16];
          mem[addr+3] <= wdata[31:24];
        end
    end
assign rdata[7:0]   = mem[addr];
assign rdata[15:8]  = mem[addr+1];
assign rdata[23:16] = mem[addr+2];
assign rdata[31:24] = mem[addr+3];	
endmodule
==> flow/run.sh <==
#!/bin/bash
# OpenROAD 26Q1-2900-gdf79404cd8, Yosys 0.63+post, stock flow scripts
make -C /OpenROAD-flow-scripts/flow DESIGN_CONFIG=/design/flow/config.mk WORK_HOME=/design/flow/orfs finish
==> flow/config.mk <==
export PLATFORM = sky130hd
export DESIGN_NAME = mem
export DESIGN_NICKNAME = mem
export VERILOG_FILES = /design/flow/design.v
export SDC_FILE = /design/flow/constraint.sdc
export NUM_CORES = 4
export LEC_CHECK = 1
export CORE_UTILIZATION = 50
==> flow/constraint.sdc <==
current_design mem

set clk_period 8.7
set clk_io_pct 0.2

create_clock -name clk0 -period $clk_period [get_ports {clk}]

set non_clock_inputs [all_inputs -no_clocks]
set_input_delay [expr $clk_period * $clk_io_pct] -clock clk0 $non_clock_inputs
set_output_delay [expr $clk_period * $clk_io_pct] -clock clk0 [all_outputs]
==> reports/qor.yml <==
status:
  status: "finished clean"
flow_run:
  maxCapViolations: 0
  tool_warnings: 58
setup_path:
  worstPathMaxFanout: 28
  start_kind: "input port"
  end_kind: "output port"
  required_ns: 6.96
  cp.arrival_ns: 5.77
  path_class: "in2out"
final_timing:
  worst_pin_slew_ns: 1.08
  finalClockPeriodUsage_pct: 86.3
  final_max_slew_viol_count: 0
  finalHoldViolCount: 0
  setup_viol_count_final: 0
  rsz0062_at_grt: "no"
  slew_headroom_pct: 27.7
  setup_tns_ns: 0
  fin_crit_ns: 7.51
  fmax_mhz: 133
  fin_hold_ws_ns: 2.24
logic_synthesis:
  yosysUniqueCellTypes: 82
  logic_family: "multiplexers"
  aoi_share_pct: 17.1
  netlist_instances: 2487
  synth_area_um2: 25300
  synth-xor-area-share_pct: 0.568
  ys.flops: 256
  yosys_cells: 2487
  ff_type: "edfxtp_1"
  mux_share_pct: 31.3
  ys_seq_share_pct: 30.4
  yosysTopAreaCell: "edfxtp_1"
  edf_count: 256
  syn_area_per_cell_um2: 10.2
  yosys_warnings: 1
  yosys_area_um2: 25300
  topCellsByArea: "edfxtp_1 (30%), mux4_2 (20%), mux2i_1 (6.0%)"
  ys_sh_adder_pct: 0.395
  synth_async_sr_flop_share_pct: 0
  simple_gate_share_pct: 15.0
  synthDominantCellAreaShare_pct: 30.4
layout:
  fillers: 4271
  reg_top3: "mem x256"
  lay_top_count: "nand2_1"
  flop_area_um2: 7690
  drive_gt1_share_pct: 23.7
  combGateArea_um2: 16300
  syn_to_final_growth_pct: 8.28
  mostFrequentLayoutCells: "nand2_1 (377), edfxtp_1 (256), mux4_2 (229), nor2_1 (210), mux2i_1 (152)"
  largest-register: "mem"
  largest_register_ffs: 256
power_and_ir_drop:
  p_per_area_nw_per_um2: 150
  internal-power_mw: 2.62
  swShare_pct: 36.1
  p_switching_mw: 1.48
  vdd_drop_max_mv: 0.140
  p_comb_share_pct: 32.1
  seq_power_share_pct: 38.0
  leakage_nw: 8.94
  p_clk_share_pct: 30.0
clock_tree:
  cts_sinks: 256
  cts_resized: 0
  cts-root-buf: "clkbuf_16"
  clk_pin_slew_ns: 0.06
  tritoncts: "built"
  h-tree-depth: 1
  cts_buffers: 31
  cts.path.max_buffers: 3
  hold_buffers: 0
  postCtsSetupBuffers: 0
placement:
  gp_congestion: 1.18
  dp_hpwl_um: 91000
  io_buffers: 70
floorplan:
  die_w_um: 227
  die_h_um: 227
  ios: 98
  core_area_um2: 50100
  dieArea_um2: 51500
  rows: 82
  fp_util_pct: 50.6
grt:
  grt_pass1_wl_um: 185000
  grt_pass1_vias: 23500
  grt.overflow.total: 0
  antenna_found_initial: 18
  groute.usage.overall_pct: 57.0
  grt_max_degree: 89
drt:
  antenna_left: 0
  routed_wl_um: 135000
  first_pass_iters: 7
  num_vias: 24800
  wl_per_cell_um: 43.3
  viasPerCell: 7.95
  drt-initial-drc-count: 3199
  drcViolationCount: 0
worst_hold_path:
  hold_path.class: "in2reg"
-- worst paths after layout --
kind / startpoint / endpoint / slack [ns] / depth (start not counted)
setup / recovery: addr[2] / rdata[20] / 1.19 / 9
hold / removal: wdata[30] / mem[12][6] / 2.24 / 4
-- cell families (layout without fill, tap and decap cells) --
group / after synthesis / after routing
AND/OR/NAND/NOR: 838 / 838
AND-OR/OR-AND: 590 / 590
multiplexers: 492 / 492
buffers and inverters: 293 / 246
flip-flops: 256 / 256
XOR/XNOR: 10 / 10
adder cells (fa/ha/maj): 8 / 8
other: 0 / 8
-- power groups by stage --
| stage | combinational [mW] | sequential, mW | clock (mW) |
|---|---|---|---|
| 6_report | 1.32 | 1.56 | 1.23 |
| 5_1_grt | 1.33 | 1.56 | 1.26 |
| 4_1_cts | 1.24 | 1.55 | 1.22 |
-- layer usage --
| layer | global-route usage, % | routed length (µm) | vias to the layer above |
|---|---|---|---|
| met5 | 23.7 | 1330 | - |
| met4 | 30.8 | 9850 | 48 |
| met3 | 46.9 | 28400 | 595 |
| met2 | 71.0 | 53200 | 2562 |
| met1 | 67.0 | 42400 | 11900 |
| li1 | - | - | 9751 |
-- per-stage QoR --
step / worst slack (ns) / total power [mW] / std cells / utilization (%) / area, µm²
finish: 1.19 / 4.11 / 3120 / 54.8 / 27400
CTS: 1.42 / 4.00 / 3112 / 54.7 / 27400
detailed placement: 1.44 / 2.81 / 3056 / 52.8 / 26500
global placement: 1.47 / 2.79 / 3056 / 52.8 / 26500
floorplan: 2.17 / 2.23 / 2487 / - / 25300
global route: 1.06 / 4.16 / 3118 / 54.7 / 27400
-- critical path, cell delays in order --
cell,delay [ns]
buf_2,0.46
buf_4,0.56
ha_1,0.34
inv_1,0.38
buf_4,0.57
mux2i_1,0.26
o22ai_1,0.72
or2_2,0.25
clkdlybuf4s50_1,0.45
-- cell type report --
class                           count  share of cell area (%)
Multi-Input combinational cell   1938                    59.6
Sequential cell                   256                    28.0
Timing Repair Buffer              184                    5.76
Tap cell                          672                    3.07
Clock buffer                       36                    2.90
Clock inverter                     20                   0.511
Inverter                            6                  0.0822
Antenna cell                        8                  0.0730
-- synth_stat cells, drive strengths merged, types with 15 or more instances --
cell type,n
a22oi,52
mux2i,152
and2,15
nor3,23
nand3,61
o21ai,138
o22ai,68
a221oi,136
nand4,18
nand2,386
a21oi,37
clkbuf,158
mux2,111
o31ai,65
buf,129
nor2,225
and3,74
edfxtp,256
mux4,229
Power figures rest on the tool's default switching activity, not on a simulated workload.
